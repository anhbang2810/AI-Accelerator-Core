===== flow/run.sh =====
#!/bin/bash
# OpenROAD 26Q1-2900-gdf79404cd8, Yosys 0.63+post, stock flow scripts
make -C /OpenROAD-flow-scripts/flow DESIGN_CONFIG=/design/flow/config.mk WORK_HOME=/design/flow/orfs finish

===== flow/config.mk =====
export PLATFORM = sky130hd
export DESIGN_NAME = npu_processor_top
export DESIGN_NICKNAME = npu_processor_top
export VERILOG_FILES = /design/flow/design.v
export SDC_FILE = /design/flow/constraint.sdc
export NUM_CORES = 4
export LEC_CHECK = 1
export CORE_AREA = 10 10 95 95
export DIE_AREA = 0 0 105 105
export SYNTH_MEMORY_MAX_BITS = 65536

===== flow/constraint.sdc =====
current_design npu_processor_top

set clk_period 1.9
set clk_io_pct 0.2

create_clock -name clk0 -period $clk_period [get_ports {clk}]

set non_clock_inputs [all_inputs -no_clocks]
set_input_delay [expr $clk_period * $clk_io_pct] -clock clk0 $non_clock_inputs
set_output_delay [expr $clk_period * $clk_io_pct] -clock clk0 [all_outputs]

===== flow/design.v =====
`timescale 1ns/1ps
module control_unit #(parameter ADDR_WIDTH=8) (
    input  logic clk,
    input  logic rst_n,
    output logic [5:0] pc_out,       
    input  logic [15:0] instruction, 
    output logic [ADDR_WIDTH-1:0] mem_addr,
    output logic pe_valid,
    output logic pe_last
);
    localparam OP_CALC = 4'b0011;
    localparam OP_HALT = 4'b1111;
    typedef enum logic [2:0] {S_FETCH, S_DECODE, S_EXEC_CALC, S_HALT} state_t;
    state_t current_state, next_state;
    logic [5:0] pc;
    logic [11:0] operand; 
    logic [ADDR_WIDTH-1:0] calc_cnt;
    always_ff @(posedge clk or negedge rst_n) begin
        if (!rst_n) pc <= 0;
        else if (current_state == S_DECODE && next_state == S_FETCH) pc <= pc + 1;
    end
    always_ff @(posedge clk or negedge rst_n) begin
        if (!rst_n) current_state <= S_FETCH;
        else current_state <= next_state;
    end
    always_comb begin
        next_state = current_state;
        case (current_state)
            S_FETCH:  next_state = S_DECODE;
            S_DECODE: begin
                if (instruction[15:12] == OP_CALC) next_state = S_EXEC_CALC;
                else if (instruction[15:12] == OP_HALT) next_state = S_HALT;
                else next_state = S_FETCH;
            end
            S_EXEC_CALC: begin
                if (calc_cnt == operand[ADDR_WIDTH-1:0] - 1) next_state = S_FETCH;
                else next_state = S_EXEC_CALC;
            end
            S_HALT: next_state = S_HALT;
        endcase
    end
    always_ff @(posedge clk or negedge rst_n) begin
        if (!rst_n) begin
            calc_cnt <= 0; pe_valid <= 0; pe_last <= 0; operand <= 0;
        end else begin
            case (current_state)
                S_DECODE: operand <= instruction[11:0];
                S_EXEC_CALC: begin
                    pe_valid <= 1;
                    mem_addr <= calc_cnt;
                    if (calc_cnt == operand[ADDR_WIDTH-1:0] - 1) begin
                        pe_last <= 1; calc_cnt <= 0;
                    end else begin
                        pe_last <= 0; calc_cnt <= calc_cnt + 1;
                    end
                end
                default: begin pe_valid <= 0; pe_last <= 0; end
            endcase
        end
    end
    assign pc_out = pc;
endmodule
`timescale 1ns/1ps
module data_memory #(parameter WIDTH=8, parameter DEPTH=256) (
    input  logic clk,
    input  logic we,                  
    input  logic [$clog2(DEPTH)-1:0] addr,
    input  logic [WIDTH-1:0] wdata,
    output logic [WIDTH-1:0] rdata
);
    logic [WIDTH-1:0] mem [0:DEPTH-1];
    always_ff @(posedge clk) begin
        if (we) mem[addr] <= wdata;
        rdata <= mem[addr];
    end
    initial begin
        integer i;
        for(i=0; i<DEPTH; i++) mem[i] = 0;
    end
endmodule
`timescale 1ns/1ps
module instruction_memory #(parameter WIDTH=16, parameter DEPTH=64) (
    input  logic [$clog2(DEPTH)-1:0] addr,
    output logic [WIDTH-1:0] instruction
);
    logic [WIDTH-1:0] rom [0:DEPTH-1];
    localparam CMD_CALC = 4'b0011; 
    localparam CMD_HALT = 4'b1111; 
    initial begin
        rom[0] = {CMD_CALC, 12'd3}; 
        rom[1] = {CMD_HALT, 12'd0};
    end
    assign instruction = rom[addr];
endmodule
`timescale 1ns/1ps
module npu_pe 
  #(
    parameter DATA_WIDTH = 8,
    parameter ACC_WIDTH  = 20
  )
  (
    input  logic clk,
    input  logic rst_n,
    input  logic i_valid,
    input  logic i_last,
    input  logic signed [DATA_WIDTH-1:0] i_feature,
    input  logic signed [DATA_WIDTH-1:0] i_weight,
    input  logic signed [ACC_WIDTH-1:0]  i_bias,
    output logic o_valid,
    output logic signed [DATA_WIDTH-1:0] o_result
  );
  logic signed [ACC_WIDTH-1:0] mult_result, accumulator, mac_out;
  logic r_valid_stage1, r_last_stage1;
  always_ff @(posedge clk or negedge rst_n) begin
    if (!rst_n) begin
      mult_result <= '0; r_valid_stage1 <= 0; r_last_stage1 <= 0;
    end else if (i_valid) begin
      mult_result <= i_feature * i_weight;
      r_valid_stage1 <= 1;
      r_last_stage1 <= i_last;
    end else begin
      r_valid_stage1 <= 0; r_last_stage1 <= 0;
    end
  end
  always_ff @(posedge clk or negedge rst_n) begin
    if (!rst_n) begin
      accumulator <= '0; mac_out <= '0; o_valid <= 0;
    end else if (r_valid_stage1) begin
      if (r_last_stage1) begin
        mac_out <= accumulator + mult_result + i_bias;
        accumulator <= '0;
        o_valid <= 1;
      end else begin
        accumulator <= accumulator + mult_result;
        o_valid <= 0;
      end
    end else begin
      o_valid <= 0;
    end
  end
  logic signed [DATA_WIDTH-1:0] final_out;
  localparam MAX_VAL = 2**(DATA_WIDTH-1) - 1;
  always_comb begin
    if (mac_out[ACC_WIDTH-1]) final_out = 0;  
    else if (mac_out > MAX_VAL) final_out = MAX_VAL;  
    else final_out = mac_out[DATA_WIDTH-1:0];
  end
  assign o_result = final_out;
endmodule
`timescale 1ns/1ps
module npu_processor_top (
    input logic clk,
    input logic rst_n,
    output logic [7:0] result_out,
    output logic result_valid
);
    logic [5:0] pc;
    logic [15:0] instr;
    logic [7:0] rdata_feat, rdata_w, mem_addr;
    logic pe_valid, pe_last;
    control_unit u_cu (
        .clk(clk), .rst_n(rst_n), .pc_out(pc), .instruction(instr),
        .mem_addr(mem_addr), .pe_valid(pe_valid), .pe_last(pe_last)
    );
    instruction_memory u_imem (.addr(pc), .instruction(instr));
    data_memory u_ram_feat (.clk(clk), .we(1'b0), .addr(mem_addr), .wdata(8'b0), .rdata(rdata_feat));
    data_memory u_ram_weight (.clk(clk), .we(1'b0), .addr(mem_addr), .wdata(8'b0), .rdata(rdata_w));
    npu_pe #( .DATA_WIDTH(8), .ACC_WIDTH(20) ) u_pe (
        .clk(clk), .rst_n(rst_n),
        .i_valid(pe_valid), .i_last(pe_last),
        .i_feature(rdata_feat), .i_weight(rdata_w),
        .i_bias(20'd5),  
        .o_valid(result_valid), .o_result(result_out)
    );
endmodule

==> Slide: Implementation Results <==
Physical Implementation Snapshot

Synthesis
  • Chip Area, Yosys: 783 um2
  • Seq share, synth: between 60% and 70%
  • Area leader share: 57.5%
  • # Cells Yosys: approximately 66
  • Top cells by area: dfrtp_1, buf_4, xnor2_1, dfstp_2, and2_1
  • Syn Area/Cell: 11.9 um2
  • Post-synthesis cell type count: 24
  • Top cell type by total area after synthesis: dfrtp_1
  • Synth flops: 19
  • Netlist area before placement: 783 um2
  • Yosys warning tally: 4
  • Mapped Cells: about 66

Finish
  • Top reg by flops: u_cu.calc_cnt
  • Filler Cells Inserted: ~780
  • Area delta synth->final: 21.2%
  • Final design utilization: 13.8%
  • Biggest regs: u_cu.calc_cnt (8), u_cu.current_state (3)
  • Max FFs per register: 8
  • Layout cell share with drive strength beyond 1: 11.6%

Setup path
  • Buf+Inv Stages, Crit Path: 1
  • Critical path data required time: roughly 1.5 ns
  • Crit end category: output pin
  • Worst Path Max Fanout: 3
  • Crit path kind: reg -> out
  • Critical Path AT: between 1 and 1.5 ns
  • Crit path cell chain: clkdlybuf4s50_1
  • CP max stage delay: 0.47 ns
  • Setup crit start kind: flop
  • CP max stage cell: clkdlybuf4s50_1
  • Largest delay contributor family on the critical path: buffers and inverters

Pwr
  • PD cells: 733 nW/um2
  • Peak supply drop: around 0.22 mV
  • LEAKAGE: 0.421 nW

STA
  • Final hold vios: 0
  • Period utilization: 77.0%
  • Worst setup margin: 0.438 ns
  • Max Freq: 0.684 GHz
  • RSZ-0062 raised after global routing: no
  • Setup Skew: 0.00313 ns
  • Slew Viols, Final: 0
  • Final Critical Period: around 1.5 ns
  • Setup Viol. Count Final: 0
  • Setup TNS: 0 ns

Routing
  • DRT antenna net count: 0
  • Vias: 424
  • DR pass1 iterations: 2
  • DRC errors left: 0
  • Starting DRT DRC Count: 6
  • WL final: 1100 um
  • Drt wl/cell: between 6 and 7 um
  • Drt via density: 2.57
  • Inserted Diodes: 0

Clock network
  • CTS HTree Levels: 1
  • CTS resizes: 0
  • CTS tree: built
  • Cts bufs inserted: 3
  • Deepest clock path buffer count: 2
  • CTS clk-pin slew, worst paths: 0.07 ns
  • CTS Hold Buffers Added: 0
  • # Post-CTS Setup Buffers: 0
  • Clock latency (worst-skew pair): 0.25 ns
  • Clock root buffer: clkbuf_8
  • Clk sinks: 19

Die
  • Die Y: 105 um
  • Die W: 105 um
  • Fp util: a little under an eighth
  • Io pins: 11
  • Row Count: 30
  • Die area: 11,000 um2
  • Core Area: 6910 um2

GRT
  • Global route total overflow: 0
  • Vias in the first global route: roughly 440
  • Initial antenna violation count: 0
  • GR Util All Layers: 1.99%
  • Largest net degree at the start of global routing: 20
  • First-pass GRT wire length: 1920 um

Run
  • Max_cap viols: 0
  • OpenROAD warning count: 25

Place
  • GP Congestion: 0.715
  • DP Worst Slack: 0.636 ns
  • Port bufs: 4
  • DP HPWL: between 700 and 800 um

Outcome
  • Status: finished, final reports clean

Hold path
  • Min-Delay Path Class: reg -> reg
-- where the power goes --
group	total, mW	leakage (nW)	internal, mW	switching (mW)
logic	0.0112	0.137	0.00316	0.00805
clock network	0.281	0.0217	0.148	0.133
registers	0.404	0.262	0.404	0
-- per-layer routing --
metal	routed length (um)	up-vias	GRT usage (%)
met1	564	203	2.61
met5	0	-	0
met3	86	0	1.06
li1	-	209	-
met4	0	0	0.196
met2	452	12	2.94
-- layout by cell type, fill, tap and decap left out, types with 2 or more instances in the layout --
| cell type | count |
|---|---|
| nand4_1 | 3 |
| inv_1 | 2 |
| dfrtp_1 | 18 |
| clkbuf_8 | 3 |
| xnor2_1 | 6 |
| nor2_1 | 4 |
| and2_1 | 3 |
| conb_1 | 6 |
| and3_1 | 2 |
| clkdlybuf4s50_1 | 4 |
| nand2_1 | 4 |
-- path summary, 6_finish.rpt --
kind	startpoint	endpoint	slack, ns	cells after the start
setup / recovery	u_pe.mac_out[2]$_DFFE_PN0P_	result_out[0]	0.44	1
hold / removal	u_cu.pe_valid$_DFFE_PN0N_	u_pe.r_valid_stage1$_DFF_PN0_	0.39	0
setup reg to reg	u_cu.calc_cnt[2]$_DFFE_PN0P_	u_cu.current_state[1]$_DFF_PN0_	0.63	3
hold reg to reg	u_cu.pe_valid$_DFFE_PN0N_	u_pe.r_valid_stage1$_DFF_PN0_	0.39	0
max in group asynchronous	rst_n	u_cu.current_state[0]$_DFF_PN1_	1.19	2
min in group asynchronous	rst_n	u_pe.r_last_stage1$_DFF_PN0_	0.46	2
-- synthesized netlist by cell type --
library cell / n
dfrtp_1: 18
nand4_1: 3
nand2_1: 4
nor3_1: 1
o2bb2ai_1: 1
dfstp_2: 1
or2_2: 1
o22ai_1: 1
a22o_1: 1
inv_1: 2
and2_1: 3
conb_1: 1
xnor2_1: 6
clkbuf_1: 3
buf_4: 7
xor2_1: 1
and4b_1: 1
a21oi_1: 1
nor2_1: 4
nor4b_2: 1
a21o_1: 1
and3_1: 2
buf_2: 1
ha_1: 1
-- metrics by stage --
stage          total power, mW  instances  area [um2]  hold WS [ns]
2_1_floorplan            0.421         71         802        0.0844
3_3_place_gp             0.425        161         901         0.378
3_5_place_dp             0.424        161         901         0.379
4_1_cts                  0.710        165         950         0.397
5_1_grt                  0.732        165         950         0.408
6_report                 0.696        165         950         0.393
-- cells by family after synthesis --
logic type,after synthesis,synth area share [%]
and+or+nand+nor,20,14.9
DFF,19,60.9
buffers and inverters,13,9.74
xor gates and xnor gates,7,7.83
AOI/OAI and AO/OA,5,4.63
adders and majority gates,1,1.60
other,1,0.479
-- cell type report --
| class | count | area [um2] | share of cell area [%] |
|---|---|---|---|
| Clock buffer | 3 | 41.3 | 4.35 |
| Clock inverter | 1 | 7.51 | 0.791 |
| Inverter | 2 | 7.51 | 0.791 |
| Multi-Input combinational cell | 39 | 249 | 26.2 |
| Sequential cell | 19 | 477 | 50.2 |
| Tap cell | 96 | 120 | 12.6 |
| Timing Repair Buffer | 5 | 47.5 | 5.01 |
Power figures rest on the tool's default switching activity, not on a simulated workload.
